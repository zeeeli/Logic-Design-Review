[flow/design.v]
module mux2 (
    input  logic [1:0] d,
    input  logic       s,
    output logic       y
);
  assign y = s ? d[1] : d[0];
endmodule
module muxb (
    input  logic [3:0] d0,
    input  logic [3:0] d1,
    input  logic       s,
    output logic [3:0] y
);
  assign y = s ? d1 : d0;
endmodule
module half_adder (
    input  logic a,
    input  logic b,
    output logic sum,
    output logic cout
);
  assign {cout, sum} = a + b;
endmodule
module full_adder (
    input  logic a,
    input  logic b,
    input  logic cin,
    output logic cout,
    output logic sum
);
  logic ha1_sum, ha1_cout, ha2_cout;
  half_adder ha1 (
      .a(a),
      .b(b),
      .sum(ha1_sum),
      .cout(ha1_cout)
  );
  half_adder ha2 (
      .a(cin),
      .b(ha1_sum),
      .sum(sum),
      .cout(ha2_cout)
  );
  assign cout = ha2_cout | ha1_cout;
endmodule
module rca4 (
    input  logic [3:0] a,
    input  logic [3:0] b,
    input  logic       cin,
    output logic       cout,
    output logic [3:0] sum
);
  logic fa1_out, fa2_out, fa3_out;
  full_adder fa1 (
      .a(a[0]),
      .b(b[0]),
      .cin(cin),
      .cout(fa1_out),
      .sum(sum[0])
  );
  full_adder fa2 (
      .a(a[1]),
      .b(b[1]),
      .cin(fa1_out),
      .cout(fa2_out),
      .sum(sum[1])
  );
  full_adder fa3 (
      .a(a[2]),
      .b(b[2]),
      .cin(fa2_out),
      .cout(fa3_out),
      .sum(sum[2])
  );
  full_adder fa4 (
      .a(a[3]),
      .b(b[3]),
      .cin(fa3_out),
      .cout(cout),
      .sum(sum[3])
  );
endmodule
module csa8 (
    input  logic [7:0] a,
    input  logic [7:0] b,
    input  logic       cin,
    output logic       cout,
    output logic [7:0] sum
);
  logic a1_cout, cout_mux_d0, cout_mux_d1;
  logic [3:0] sa;
  logic [3:0] sb;
  rca4 a1 (
      .a(a[3:0]),
      .b(b[3:0]),
      .cin(cin),
      .cout(a1_cout),
      .sum(sum[3:0])
  );
  rca4 a2 (
      .a(a[7:4]),
      .b(b[7:4]),
      .cin(1'b0),
      .cout(cout_mux_d0),
      .sum(sa)
  );
  rca4 a3 (
      .a(a[7:4]),
      .b(b[7:4]),
      .cin(1'b1),
      .cout(cout_mux_d1),
      .sum(sb)
  );
  mux2 cout_mux (
      .d({cout_mux_d1, cout_mux_d0}),
      .s(a1_cout),
      .y(cout)
  );
  muxb sum_hi_4 (
      .d0(sa),
      .d1(sb),
      .s (a1_cout),
      .y (sum[7:4])
  );
endmodule
[flow/config.mk]
export PLATFORM = sky130hd
export DESIGN_NAME = csa8
export DESIGN_NICKNAME = csa8
export VERILOG_FILES = /design/flow/design.v
export SDC_FILE = /design/flow/constraint.sdc
export NUM_CORES = 4
export LEC_CHECK = 1
export CORE_AREA = 10 10 70 70
export DIE_AREA = 0 0 80 80
[flow/constraint.sdc]
current_design csa8

set clk_period 7.8
set clk_io_pct 0.2

create_clock -name clk0 -period $clk_period

set non_clock_inputs [all_inputs -no_clocks]
set_input_delay [expr $clk_period * $clk_io_pct] -clock clk0 $non_clock_inputs
set_output_delay [expr $clk_period * $clk_io_pct] -clock clk0 [all_outputs]
[flow/run.sh]
#!/bin/bash
# OpenROAD 26Q1-2900-gdf79404cd8, Yosys 0.63+post, stock flow scripts
make -C /OpenROAD-flow-scripts/flow DESIGN_CONFIG=/design/flow/config.mk WORK_HOME=/design/flow/orfs finish
==> Slide: Implementation Results <==
Synthesis and Place & Route Summary

Run status
  – Outcome: complete, no violations

Placement
  – IO Port Bufs: 26
  – Placer Congestion: 0.784
  – Placed cell areas: 621 um2

Floorplan
  – DIE WIDTH: 80 um
  – Core outline area: 3420 um2
  – Die Y: 80 um
  – Initial Util: 10.1%
  – Total die size: 6400 um2
  – Site Rows: 21
  – # IOs: 26

Worst setup path
  – Worst-path cell chain: clkdlybuf4s50_1, fa_1, fa_1, fa_1, fa_1, mux2_4, clkdlybuf4s50_1
  – Kind of critical path: in2out
  – Slowest CP cell: fa_1
  – Worst endpoint required time: 6.24 ns
  – Max FO, Critical Path: 6
  – CP peak stage delay: 0.54 ns
  – Worst path arrival time: 4.54 ns
  – CP delay by family, top: adder cells
  – Buffers and inverters on the worst path: 2
  – Worst path depth: 7
  – Cell mode on critical path: fa_1
  – Startpoint Class: primary input
  – Setup crit end kind: output pin

Yosys
  – Syn avg cell area: 12.7 um2
  – Synthesized cell area: 344 um2
  – Chip area in the Yosys report: 344 um2
  – Cell taking the most area after synthesis: fa_1
  – # Cells Yosys: 27
  – Ys Warns: 0
  – Top cells by area: fa_1 47%, ha_1 18%, mux2_4 13%
  – Syn Inst Count: 27
  – Area share, top type: 46.5%
  – Seq/Total Area, Yosys: 0%
  – Count of cell types in the netlist: 9

Cells and area
  – Commonest Layout Cell: clkdlybuf4s50_1
  – Fill cells: 384
  – Final Util: 18.2%
  – Dominant logic cell types in the final layout: 26 x clkdlybuf4s50_1, 8 x fa_1, 5 x ha_1
  – Seq cells: 0
  – Syn-to-layout area delta: 80.4%
  – Finished Cell Area: 621 um2
  – Reg area: 0 um2
  – Share of layout cells above drive strength 1: 6.25%
  – Clock buffers: 0

Final timing
  – Min cycle time layout: 6.10 ns
  – Sum of negative setup slack: 0 ns
  – Slew HR: 76.1%
  – Final-report hold violation count: 0
  – Period Utilization, post-route: 78.2%
  – Max-slew violations: 0
  – Worst-Margin Slew: 0.357 ns
  – RSZ-0062 raised after global routing: false
  – Setup violators final: 0
  – Achievable Freq: 164 MHz

Power and ir drop
  – Power Density: 74.8 nW/um2
  – VDD IR-drop max: 30.7 uV
  – Leakage power: 0.251 nW

Drt
  – ANT nets after route: 0
  – DR vias: 272
  – Antenna cells: 0
  – Final WL: 943 um
  – WL per Instance: 10.0 um
  – Drt drc: 0
  – Initial DRT Pass Iterations: 2
  – Initial DRC Count: 4
  – DR vias/cell: 2.89

Global routing
  – Number of global-route vias before repair: 295
  – Total GRT Usage: 2.61%
  – First-pass GRT wire length: 1380 um
  – Initial antenna violation count: 0
  – Overflow after GRT: 0
  – Largest net degree at the start of global routing: 7

Clock tree
  – Hold_buf cts: 0
  – Buffer count from post-CTS setup fixing: 0
  – Post-CTS Resized: 0

Run
  – Tool warnings: 33
  – Max cap viols: 0

Min path
  – Hold Path Class: in2out
  – Worst hold stages: 5
==> stage by stage <==
step	total power, W	setup slack [ns]	hold slack (ns)	std cells
finish	0.0000464	1.70	4.20	94
global route	0.0000514	1.62	4.23	94
CTS	0.0000478	1.66	4.21	94
detailed placement	0.0000471	1.67	4.21	94
global placement	0.0000469	1.70	4.21	94
floorplan	0.0000207	2.71	3.30	27
==> power breakdown <==
group / switching [W] / internal, W / total [W] / leakage (nW)
clock: 0 / 0 / 0 / 0
sequential: 0 / 0 / 0 / 0
combinational: 0.0000129 / 0.0000335 / 0.0000464 / 0.251
==> cell families after synthesis <==
kind of cell	synth area share, %
buffers and inverters	15.3
AND-OR/OR-AND	2.55
multiplexers	13.1
AND/OR/NAND/NOR	1.82
adder cells (fa/ha/maj)	64.7
XOR/XNOR	2.55
==> Yosys cell counts <==
library cell and count:
a211o_1 1, buf_4 4, buf_6 1, fa_1 8
ha_1 5, inv_1 3, mux2_4 3, nor2b_1 1
xor2_1 1
==> final cells by class <==
class	instances	area [um2]	share of cell area (%)
Multi-Input combinational cell	19	292	47.0
Tap cell	46	57.6	9.27
Inverter	3	11.3	1.81
Timing Repair Buffer	26	260	41.9
==> worst paths after layout <==
kind	from	endpoint
min	b[4]	sum[4]
max	a[0]	sum[6]
==> per-layer routing <==
metal / vias up / track usage, % / wire (um)
li1: 124 / - / -
met2: 26 / 2.89 / 263
met4: 0 / 0 / 0
met3: 0 / 1.93 / 195
met5: - / 0 / 0
met1: 122 / 4.01 / 484
Power is estimated from default activity; no workload was simulated.
