### ./run.sh
#!/bin/bash
# OpenROAD 26Q1-2900-gdf79404cd8, Yosys 0.63+post, stock flow scripts
make -C /OpenROAD-flow-scripts/flow DESIGN_CONFIG=/design/flow/config.mk WORK_HOME=/design/flow/orfs finish
### ./config.mk
export PLATFORM = sky130hd
export DESIGN_NAME = sram_top
export DESIGN_NICKNAME = sram_top
export VERILOG_FILES = /design/flow/design.v
export SDC_FILE = /design/flow/constraint.sdc
export NUM_CORES = 4
export LEC_CHECK = 1
export CORE_UTILIZATION = 40
### ./constraint.sdc
current_design sram_top

set clk_period 2.7
set clk_io_pct 0.2

create_clock -name clk0 -period $clk_period [get_ports {clk}]

set non_clock_inputs [all_inputs -no_clocks]
set_input_delay [expr $clk_period * $clk_io_pct] -clock clk0 $non_clock_inputs
set_output_delay [expr $clk_period * $clk_io_pct] -clock clk0 [all_outputs]
### ./design.v
module mem_fsm #(
    parameter WIDTH = 4,
    parameter DEPTH = 32
) (
    input  logic clk,
    input  logic rst,
    input  logic wr_req,   
    input  logic re_req,   
    output logic we,       
    output logic cs,       
    output logic oe        
);
  localparam IDLE = 2'b00;
  localparam WRITE = 2'b01;
  localparam READ = 2'b10;
  logic [1:0] state, next_state;
  always_ff @(posedge clk or posedge rst) begin : state_transition
    if (rst) begin
      state <= IDLE;
    end else begin
      state <= next_state;
    end
  end
  always_comb begin : state_logic
    case (state)
      IDLE: begin
        if (wr_req) next_state = WRITE;
        else if (re_req) next_state = READ;
        else next_state = IDLE;
      end
      WRITE: next_state = IDLE;
      READ: next_state = IDLE;
      default: next_state = IDLE;
    endcase
  end
  always_comb begin : output_logic
    cs = 0;
    we = 0;
    oe = 0;
    case (state)
      WRITE: begin
        cs = 1;
        we = 1;
      end
      READ: begin
        cs = 1;
        oe = 1;
      end
      default: ;
    endcase
  end
endmodule
module ram #(
  parameter WIDTH = 4,
  parameter DEPTH = 32
)(
    input  logic                     clk,     
    input  logic                     we,      
    input  logic                     cs,      
    input  logic                     oe,      
    input  logic [$clog2(DEPTH)-1:0] addr,    
    input  logic [      WIDTH-1:0]   din,     
    output logic [      WIDTH-1:0]   dout     
);
  logic [WIDTH-1:0] mem[0:DEPTH-1];
  always_ff @(posedge clk) begin : write
    if (cs && we)
      mem[addr] <= din;
  end
  always_ff @(posedge clk) begin : read
    if (cs && oe && !we)
      dout <= mem[addr];
  end
endmodule
module sram_top #(
    parameter WIDTH = 4,
    parameter DEPTH = 32
) (
    input  logic                     clk,       
    input  logic                     rst,       
    input  logic                     wr_req,    
    input  logic                     re_req,    
    input  logic [$clog2(DEPTH)-1:0] addr_in,   
    input  logic [        WIDTH-1:0] din_in,    
    output logic [        WIDTH-1:0] dout_out   
);
  logic cs, we, oe;
  logic [WIDTH-1:0] ram_dout;
  mem_fsm #(
      .WIDTH(WIDTH),
      .DEPTH(DEPTH)
  ) fsm (
      .clk   (clk),
      .rst   (rst),
      .wr_req(wr_req),
      .re_req(re_req),
      .we    (we),
      .cs    (cs),
      .oe    (oe)
  );
  ram #(
      .WIDTH(WIDTH),
      .DEPTH(DEPTH)
  ) ram_i (
      .clk (clk),
      .we  (we),
      .cs  (cs),
      .oe  (oe),
      .addr(addr_in),
      .din (din_in),
      .dout(ram_dout)
  );
  assign dout_out = ram_dout;
endmodule
==> results.yml <==
# generated from flow reports
status:
  status: "finished clean"
sta:
  final_max_slew_viol_count: 0
  worst-slew-pin-transition_ps: 496
  grt_setup_unrepaired: "no"
  slew_headroom_pct: 66.9
  endpoints_failing_setup: 0
  final_hold_viol_count: 0
  max_freq_mhz: 463
  fin_tns_setup_ps: 0
  post_route_worst_setup_slack_ps: 542
  final_critical_path_required_period_ps: 2160
  finalClockPeriodUsage_pct: 79.9
  skew_ps: 6.30
clocking:
  clk_root_buffer_cell: "sky130_fd_sc_hd__clkbuf_16"
  post_cts.resized_instances: 0
  reg_clk_slew_reported_paths_ps: 60
  postCtsHoldBufs: 0
  clock_buffers_created_by_tritoncts: 17
  cts-htree-levels: 4
  number_of_clock_sinks: 135
  clock_insertion_delay_worst_skew_ps: 410
  clock_path_buffers: 2
  cts_tree: "done"
  post_cts_buffers: 0
global_route:
  gr-usage-all-layers_pct: 17.1
  maximum_number_of_pins_on_one_net_before_global_route_repair: 33
  gr-total-overflow: 0
  grt_pass1_wl_um: 16600
  grt_pass1_vias: 3036
  number_of_antenna_violations_at_the_first_check_in_global_routing: 0
power:
  ir_drop_v: 0.000499
  power_leakage_nw: 2.26
  power.density_cell_area_nw_per_um2: 763
worst_setup_path:
  path_cells: "clkdlybuf4s50_1 > buf_4 > or4bb_1 > o22ai_1 > nor4_1 > nand2_1"
  reg2reg_slack_ps: 890
  slowest_delay_ps: 700
  critPathSlowestCell: "sky130_fd_sc_hd__clkdlybuf4s50_1"
  worst_ep_arrival_time_ps: 2310
  start_kind: "input pin"
  crit_required_ps: 2850
  top_fanout_value_on_the_critical_path: 14
  worst-setup-path-type: "input pin to flip-flop"
  end_kind: "flip-flop"
floorplan:
  floorplan.die_area_um2: 14200
  core.rowCount: 42
  floorplan.die.width_um: 119
  die_h_um: 119
  core_ar_um2: 13300
  io-pin-count: 17
  floorplan.core_util_pct: 41.3
detailed_routing:
  drt_first_pass_iters: 4
  detailedRoute.firstIterationViolations: 246
  drcViolationCount: 0
  route.vias.total: 2907
  antenna_cells: 0
  finalWirelength_um: 10500
  routedWlPerCell_um: 19.0
  vias_per_cell: 5.26
  drt.antenna.violating_nets: 0
synthesis:
  avgSynthCellArea_um2: 16.8
  mappedNetlistArea_um2: 5490
  synth_cells: 327
  synth_cell_type_count: 30
  synth_chip_area_um2: 5490
  synth.ff_latch_count: 135
  yosys-stat-cells: 327
  synth-warning-count: 2
  ys_seq_share_pct: 73.6
placed_design:
  finalWeightedCongestion: 0.849
  placement.setup.worst_slack_ps: 155
  dp.cells: 521
  post-dp-hpwl_um: 6920
  numPortBuffers: 16
flow_run:
  max_cap_violations: 0
  number_of_logged_tool_warnings: 25
worst_hold_path:
  hold_removal_path_class: "input pin to async pin"
final_layout:
  fillCellCount: 1074
  fraction_of_final_layout_cells_sized_beyond_drive_strength_1_pct: 14.6
  final-instance-count-excl-fill: 553
  flow.area_growth_from_synthesis_pct: 19.2
  mi_logic_area_um2: 1320
  register_area_um2: 4040
[cells in the mapped netlist]
| master | instances | area, um2 |
|---|---|---|
| sky130_fd_sc_hd__mux2i_1 | 64 | 641 |
| sky130_fd_sc_hd__or4b_4 | 4 | 55.1 |
| sky130_fd_sc_hd__dfstp_2 | 1 | 26.3 |
| sky130_fd_sc_hd__inv_1 | 1 | 3.75 |
| sky130_fd_sc_hd__or3b_1 | 2 | 17.5 |
| sky130_fd_sc_hd__or3b_2 | 1 | 8.76 |
| sky130_fd_sc_hd__nand4b_1 | 4 | 35.0 |
| sky130_fd_sc_hd__o21ai_0 | 1 | 5.00 |
| sky130_fd_sc_hd__clkbuf_1 | 2 | 7.51 |
| sky130_fd_sc_hd__or4_4 | 1 | 11.3 |
| sky130_fd_sc_hd__and2_1 | 1 | 6.26 |
| sky130_fd_sc_hd__or4bb_1 | 3 | 33.8 |
| sky130_fd_sc_hd__nand2_1 | 6 | 22.5 |
| sky130_fd_sc_hd__nor4_1 | 8 | 50.1 |
| sky130_fd_sc_hd__nand3b_1 | 4 | 30.0 |
| sky130_fd_sc_hd__edfxtp_1 | 132 | 3960 |
| sky130_fd_sc_hd__or3_1 | 1 | 6.26 |
| sky130_fd_sc_hd__nand4_1 | 1 | 6.26 |
| sky130_fd_sc_hd__nor2b_1 | 1 | 6.26 |
| sky130_fd_sc_hd__nand3_1 | 2 | 10.0 |
| sky130_fd_sc_hd__nand4bb_1 | 3 | 33.8 |
| sky130_fd_sc_hd__and3b_1 | 1 | 8.76 |
| sky130_fd_sc_hd__o22ai_1 | 32 | 200 |
| sky130_fd_sc_hd__buf_2 | 6 | 30.0 |
| sky130_fd_sc_hd__buf_4 | 2 | 15.0 |
| sky130_fd_sc_hd__dfrtp_1 | 2 | 50.1 |
| sky130_fd_sc_hd__buf_6 | 6 | 67.6 |
| sky130_fd_sc_hd__nor3_1 | 4 | 20.0 |
| sky130_fd_sc_hd__nor2_1 | 30 | 113 |
| sky130_fd_sc_hd__clkbuf_2 | 1 | 5.00 |
[final timing paths]
| check | from | to | cells past startpoint |
|---|---|---|---|
| max reg2reg | fsm.state[2] | ram_i.mem[12][1] | 2 |
| max in group asynchronous | rst | fsm.state[0] | 2 |
| min in group clk0 | fsm.state[1] | fsm.state[0] | 2 |
| min reg2reg | fsm.state[1] | fsm.state[0] | 2 |
| max | addr_in[4] | ram_i.dout[3] | 6 |
| min | rst | fsm.state[2] | 2 |
[cell usage in the layout, fill, tap and decap left out, types with 2 or more instances in the layout]
cell	Yosys	routed
sky130_fd_sc_hd__buf_12	0	2
sky130_fd_sc_hd__buf_4	2	18
sky130_fd_sc_hd__bufinv_16	0	5
sky130_fd_sc_hd__clkbuf_16	0	17
sky130_fd_sc_hd__clkdlybuf4s50_1	0	15
sky130_fd_sc_hd__clkinv_1	0	3
sky130_fd_sc_hd__clkinv_2	0	2
sky130_fd_sc_hd__clkinvlp_4	0	2
sky130_fd_sc_hd__dfrtp_1	2	2
sky130_fd_sc_hd__edfxtp_1	132	132
sky130_fd_sc_hd__inv_6	0	2
sky130_fd_sc_hd__mux2i_1	64	64
sky130_fd_sc_hd__nand2_1	6	6
sky130_fd_sc_hd__nand3_1	2	2
sky130_fd_sc_hd__nand3b_1	4	4
sky130_fd_sc_hd__nand4b_1	4	4
sky130_fd_sc_hd__nand4bb_1	3	3
sky130_fd_sc_hd__nor2_1	30	30
sky130_fd_sc_hd__nor3_1	4	4
sky130_fd_sc_hd__nor4_1	8	8
sky130_fd_sc_hd__o22ai_1	32	32
sky130_fd_sc_hd__or3b_1	2	2
sky130_fd_sc_hd__or4b_4	4	4
sky130_fd_sc_hd__or4bb_1	3	3
[registers in the layout (all words and copies together), names as in the netlist]
| name | flops |
|---|---|
| ram_i.mem | 128 |
| ram_i.dout | 4 |
| fsm.state | 3 |
[critical path: cells and delay by family]
kind / cells / cell delay [ps]
compound gates: 1 / 110
simple gates: 3 / 690
buf+inv: 2 / 970
[area by class of cell]
cell class	instances	share of cell area, %
clock buffer	18	6.56
timing repair buffer	35	4.97
tap	176	3.37
sequential	135	61.8
clock inverter	14	3.12
multi-input combinational	174	20.2
inverter	1	0.0574
[through the flow]
stage | util [%] | hold WS, ps | power (mW) | area (um2)
after floorplan | - | 293 | 2.50 | 5490
after global placement | 44.4 | 458 | 2.59 | 5910
after detailed placement | 44.4 | 474 | 2.60 | 5910
after CTS | 49.2 | 279 | 5.03 | 6540
after global routing | 49.2 | 302 | 5.14 | 6540
final | 49.2 | 292 | 4.99 | 6540
[layer usage]
layer	routed length [um]	share of wire, %	GRT usage, %
met1	4390	42	25.6
met2	5030	48	25.3
met3	930	8.8	8.27
met4	172	1.6	2.69
met5	0	0	0
[cells by family after synthesis]
logic type,after synthesis,share of synthesized area [%]
compound gates,33,3.74
buf+inv,18,2.35
flops,135,73.6
mux,64,11.7
simple gates,77,8.64
[where the power goes]
group	internal [mW]	switching, mW
logic	0.0909	0.133
registers	2.32	0.00690
clock network	1.63	0.808
No activity file was given, so power comes from the tool's default toggle rates.
