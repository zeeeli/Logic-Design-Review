==> flow/design.v <==
module hamming_decoder (
    input  logic [15:0] codeword_in,
    output logic        sed,
    output logic        ded,
    output logic [15:0] codeword_out
);
  logic [15:0] codeword_corr;
  logic [10:0] d;   
  logic [ 4:0] p;   
  logic [ 4:0] check;   
  logic [ 4:0] s;   
  logic [ 4:0] sed_location;   
  logic        s_nonzero;   
  assign d = {
    codeword_in[15],   
    codeword_in[14],   
    codeword_in[13],   
    codeword_in[12],   
    codeword_in[11],   
    codeword_in[10],   
    codeword_in[9],   
    codeword_in[7],   
    codeword_in[6],   
    codeword_in[5],   
    codeword_in[3]   
  };
  assign p = {codeword_in[8], codeword_in[4], codeword_in[2], codeword_in[1], codeword_in[0]};
  assign check[0] = ^codeword_in[15:1];
  assign check[1] = d[0] ^ d[1] ^ d[3] ^ d[4] ^ d[6] ^ d[8] ^ d[10];
  assign check[2] = d[0] ^ d[2] ^ d[3] ^ d[5] ^ d[6] ^ d[9] ^ d[10];
  assign check[3] = d[1] ^ d[2] ^ d[3] ^ d[7] ^ d[8] ^ d[9] ^ d[10];
  assign check[4] = d[4] ^ d[5] ^ d[6] ^ d[7] ^ d[8] ^ d[9] ^ d[10];
  assign s[0] = p[0] ^ check[0];
  assign s[1] = p[1] ^ check[1];
  assign s[2] = p[2] ^ check[2];
  assign s[3] = p[3] ^ check[3];
  assign s[4] = p[4] ^ check[4];
  assign s_nonzero = |s[4:1];
  assign sed = s_nonzero & s[0];
  assign ded = s_nonzero & ~s[0];
  assign sed_location = {s[4], s[3], s[2], s[1]};
  always_comb begin : sec
    codeword_corr = codeword_in;
    if (sed && sed_location != 0) begin
      codeword_corr[sed_location] = ~codeword_in[sed_location];
    end
  end
  assign codeword_out = codeword_corr;
endmodule
==> flow/run.sh <==
#!/bin/bash
# OpenROAD 26Q1-2900-gdf79404cd8, Yosys 0.63+post, stock flow scripts
make -C /OpenROAD-flow-scripts/flow DESIGN_CONFIG=/design/flow/config.mk WORK_HOME=/design/flow/orfs finish
==> flow/config.mk <==
export PLATFORM = sky130hd
export DESIGN_NAME = hamming_decoder
export DESIGN_NICKNAME = hamming_decoder
export VERILOG_FILES = /design/flow/design.v
export SDC_FILE = /design/flow/constraint.sdc
export NUM_CORES = 4
export LEC_CHECK = 1
export CORE_AREA = 10 10 78 78
export DIE_AREA = 0 0 88 88
==> flow/constraint.sdc <==
current_design hamming_decoder

set clk_period 4.9
set clk_io_pct 0.2

create_clock -name clk0 -period $clk_period

set non_clock_inputs [all_inputs -no_clocks]
set_input_delay [expr $clk_period * $clk_io_pct] -clock clk0 $non_clock_inputs
set_output_delay [expr $clk_period * $clk_io_pct] -clock clk0 [all_outputs]
==> COMMIT_EDITMSG <==
Log flow metrics for this revision

* Gate Area: between 900 and 1000 sq um
* Overall die height: 88 um
- Antenna violations before repair: 0
* Number of nets with antenna violations after detailed routing: 0
- The first global-routing pass estimated 5300 um of wire.
* Yosys-reported design area after synthesis: 858 sq um
* Worst min-delay path category: input port to output pin
- Number of vias in the routed layout: 1034
* Proportion of layout cells with a drive suffix above 1: just over 40%
- In the finished layout, the clock tree contains a buffer count of 0.
- P_leak: 0.775 nW
* Adder-cell share of the synthesized area: under 10%
* Critical Path RT: 3.92 ns
* Maximum net fanout on the critical path: 5
* Data arrival at the endpoint of the critical path: 3.78 ns
* Power per cell area: 385 nW/um^2
- The global route stage reports its total congestion overflow as 0.
* # setup viols final: 0
* Synthesized area per cell: 8.25 sq um
- The power report attributes to the combinational group a share of about 100%.
- Slew Viols, Final: 0
- The violation tally recorded at the end of detailed-routing iteration 0 is 38.
- The most critical hold endpoint after final layout shows a slack of about 2.7 ns.
- Warning total across the stage logs: 35
- The synthesized instance count is 104.
* Total I/O pin count: 34
- Layout Area Growth over Synthesis: 99.6%
- Detailed-route wire length per cell: 14.4 um
- Largest cells by area after synthesis: sky130_fd_sc_hd__a32o_1 (14%), sky130_fd_sc_hd__xnor2_1 (11%), sky130_fd_sc_hd__nand2_1 (8.7%)
- Yosys reports that the most numerous cell types are sky130_fd_sc_hd__nand2_1 (20), sky130_fd_sc_hd__a32o_1 (12), sky130_fd_sc_hd__xnor2_1 (11).
* Tot GR Track Use: under 10%
- The script parses the final routing iteration and logs DRC violations as 0.
* Minimum period implied by the final worst setup slack: 4.76 ns
* Result of the run: completed
* Maximum number of pins on one net before global-route repair: 7
- Max-Cap Viols: 0
* Fraction of post-synthesis cell area in the top cell type by area: 14.0%
- The wire-length estimate of the detail-placed layout is around 2800 um.
- Setup repair after global routing missed its margin: no
- Complex Gates by Area: 24.5%
- The internal power of the cells totals 357 uW.
* Number of standard cells reported by yosys: 104
- NetSw: about 300 uW
- The worst path uses slightly below 100% of the clock period.
* Number of detailed-routing iterations run before antenna repair: 4
- In this run the full chip footprint comes out at 7740 sq um.
- Count of sequential standard cells: 0
* Power share of the sequential group: 0%
- Die Width: 88 um
- The final power report lists total power as 659 uW.
- Startpoint kind of the worst setup timing path: input port
* Yosys warning count: 1
- The congestion estimate from routability-driven global placement came to about 0.87.
* Area occupied by registers: 0 sq um
* Avg Vias per Cell: 4.44
- Category of the worst setup path capture point: output pin
- In this run the VDD rail shows a maximum IR drop of 0.103 mV.
- Crit Path Class: input port to output pin
* Diodes inserted: 0
- Synthesized cell area: ~860 sq um
- The most frequently used library cell after synthesis is sky130_fd_sc_hd__nand2_1.
- The initialized floorplan defines 24 standard-cell rows.
* Via count of the first global-routing pass: 1029
- Part of the Yosys area used for sequential elements: 0%
- Util after Layout: between 30% and 40%
* Highest Clock Rate: 0.210 GHz
* Xor and xnor fraction of the mapped netlist area: about 30%
* Number of hold buffers added after CTS: 0
* Simple-gate share of the synthesized area: 18.1%
* Mux share: 16.2%
- Clock network fraction of design power: 0%
- The final layout contains routed wiring with a total length of 3350 um.
* Final hold violation count: 0
- Max-slew headroom at the worst pin: 77.1%
* Number of filler cells placed in the layout: 443
* Core area: 4410 sq um
- The transition time recorded at the tightest slew-check pin is 0.342 ns.
* I/O Buffers: 34
- By area, the combinational part of the netlist is dominated by XOR/XNOR gates.
- Switch share: 45.7%
* Initial cell density of the core: 19.4%
- Largest area contributor in the synthesized netlist: sky130_fd_sc_hd__a32o_1
- After synthesis, the netlist uses 32 different library cells.
-- layout make-up --
| cell class | instances | area share, % |
|---|---|---|
| repair buffers | 80 | 40.6 |
| inverters | 5 | 1.10 |
| well taps | 52 | 3.80 |
| multi-input cells | 96 | 54.5 |
-- repair_timing --
item	4_1_cts	5_1_grt
buffers inserted	5	1
gates resized	21	14
pin swaps	9	9
setup endpoints to repair	15	15
gates cloned	1	0
-- power groups by stage --
stage	Combinational, mW	Sequential (mW)	Clock, mW
5_1_grt	0.718	0	0
6_report	0.659	0	0
4_1_cts	0.640	0	0
-- critical path, cell delays in order --
cell and delay [ns]:
sky130_fd_sc_hd__dlygate4sd2_1 0.30, sky130_fd_sc_hd__xor2_1 0.21, sky130_fd_sc_hd__xnor3_2 0.51, sky130_fd_sc_hd__xor2_4 0.18, sky130_fd_sc_hd__inv_1 0.15, sky130_fd_sc_hd__o31ai_1 0.11, sky130_fd_sc_hd__o311ai_2 0.38, sky130_fd_sc_hd__o21ai_4 0.13
sky130_fd_sc_hd__buf_6 0.15, sky130_fd_sc_hd__mux2_2 0.26, sky130_fd_sc_hd__clkdlybuf4s50_1 0.43
-- metal layers --
| layer | routed length [um] | part of all wire (%) | vias to the layer above | global-route usage [%] |
|---|---|---|---|---|
| met5 | 0 | 0 | - | 0 |
| met4 | 17 | 0.51 | 0 | 0.580 |
| met3 | 298 | 8.9 | 2 | 2.25 |
| met2 | 1540 | 46 | 31 | 14.0 |
| met1 | 1490 | 45 | 465 | 11.4 |
| li1 | - | - | 536 | - |
-- worst paths after layout --
kind                  startpoint         endpoint  slack [ns]  cells past startpoint
hold / removal    codeword_in[3]  codeword_out[3]        2.67                      4
setup / recovery  codeword_in[7]  codeword_out[4]        0.14                     11
-- through the flow --
step	instance area, sq um	std cells	setup slack, ns	TNS (ns)
after global routing	1710	233	0.0109	0
after CTS	1630	232	0.00919	0
after global placement	1530	226	-0.384	-5.02
after floorplan	858	104	0.756	0
after detailed placement	1530	226	-0.364	-4.65
final	1710	233	0.142	0
-- cells by family (layout without fill, tap and decap cells) --
family,after synthesis,in the layout
simple gates,34,34
compound gates,24,24
xor+xnor,23,23
mux,11,11
buf+inv,8,85
fa+ha+maj,4,4
-- cell usage in the layout, fill, tap and decap left out, types with 3 or more instances in the layout --
cell                              instances
sky130_fd_sc_hd__dlymetal6s2s_1           5
sky130_fd_sc_hd__a32o_1                  12
sky130_fd_sc_hd__nand2b_1                 3
sky130_fd_sc_hd__dlygate4sd2_1            7
sky130_fd_sc_hd__mux2i_1                  6
sky130_fd_sc_hd__xnor2_1                  6
sky130_fd_sc_hd__xnor2_2                  6
sky130_fd_sc_hd__buf_4                   43
sky130_fd_sc_hd__nand2_1                 19
sky130_fd_sc_hd__inv_1                    3
sky130_fd_sc_hd__ha_1                     4
sky130_fd_sc_hd__clkdlybuf4s50_1         20
sky130_fd_sc_hd__xor2_2                   4
sky130_fd_sc_hd__o21ai_0                  3
Power is estimated from default activity; no workload was simulated.
